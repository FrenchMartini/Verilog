$ cat run.sh
#!/bin/bash
# OpenROAD 26Q1-2900-gdf79404cd8, Yosys 0.63+post, stock flow scripts
make -C /OpenROAD-flow-scripts/flow DESIGN_CONFIG=/design/flow/config.mk WORK_HOME=/design/flow/orfs finish
$ cat design.v
module decoder_8to3(
    input wire [7:0] in,      
    output reg [2:0] out      
);
    always @(in) begin
        case (in)
            8'b00000001: out = 3'b000;
            8'b00000010: out = 3'b001;
            8'b00000100: out = 3'b010;
            8'b00001000: out = 3'b011;
            8'b00010000: out = 3'b100;
            8'b00100000: out = 3'b101;
            8'b01000000: out = 3'b110;
            8'b10000000: out = 3'b111;
            default: out = 3'b000;   
        endcase
    end
endmodule
$ cat constraint.sdc
current_design decoder_8to3

set clk_period 1.4
set clk_io_pct 0.2

create_clock -name clk0 -period $clk_period

set non_clock_inputs [all_inputs -no_clocks]
set_input_delay [expr $clk_period * $clk_io_pct] -clock clk0 $non_clock_inputs
set_output_delay [expr $clk_period * $clk_io_pct] -clock clk0 [all_outputs]
$ cat config.mk
export PLATFORM = sky130hd
export DESIGN_NAME = decoder_8to3
export DESIGN_NICKNAME = decoder_8to3
export VERILOG_FILES = /design/flow/design.v
export SDC_FILE = /design/flow/constraint.sdc
export NUM_CORES = 4
export LEC_CHECK = 1
export CORE_AREA = 10 10 70 70
export DIE_AREA = 0 0 80 80
==> run notes <==
The full implementation flow was run.

The flow ran to the end, but the final reports show violations. The final reports fail on negative setup slack. The final routed wire length divided by cell count stands at 9.85 um. The initial core utilization stands at 4.21%. Global routing used 2.26% of the available tracks across all layers. The core footprint stands at 3420 sq um. The final cell count without fillers stands at 80. In this run the power density over the cells is 232 nW/um^2. The most critical min-delay path falls under in -> out. The worst-case max-slew headroom was logged as 84.1%. The number of vias per cell after detailed routing stands at 2.84. The total of clock buffers placed in the layout stands at 0. The overall overflow remaining after global route stands at 0.

A synthesized cell averages 7.57 sq um. The placement summary gives the final routability congestion estimate as 0.819. The number of antenna violations at the first check in global routing stands at 0. The detailed router's first-iteration violation count stands at 3. By instance count after routing, the leading logic cell types are 5 x nor4b_2, 4 x buf_2, 3 x clkdlybuf4s15_2, 3 x buf_6, 3 x buf_4. The vertical die dimension reported for this design is 80 um. The number of hold-slack violations in the final timing report stands at 0. Summing over the stages, the warning tally comes to 34. The required time of the critical path stands at 1.12 ns. The synthesis run identifies the leading combinational cell family as simple AND/OR/NAND/NOR gates. Cells with a size suffix above 1 make up 91.2% of the layout.

In this run, the synthesized area fraction spent on adder and majority cells is recorded as 0%. Entering global routing, the biggest net connects 8 pins. The wire-length estimate of the detail-placed layout is 572 um. The width of the die stands at 80 um.

The final-report max-slew violation count stands at 0. Sequential cells placed in the final layout were counted as 0. The setup slack at placement stands at -0.850 ns.

The total number of vias stands at 227. The highest clock rate this design can be run at is 703 MHz. Measured against the total synthesized area, the mux share comes to 0%. The post-synthesis instance area stands at 144 sq um.

The number of primary I/O pins stands at 11. The worst path uses 102% of the clock period. The number of antenna cells inserted stands at 0. For this run, the share of the core covered by cells in the final layout is 13.5%. The register area share after synthesis stands at 0%. The gate count of the mapped netlist stands at 19. Of all nets on the critical path, the largest fanout is 7. The critical path is of the in -> out type. The slew of the pin with the lowest slew margin stands at 0.238 ns. The worst path setup slack after routing stands at -0.0233 ns.

STA classifies the critical path startpoint as an input pin. The first-pass GRT wire length stands at 1190 um. The post-layout minimum cycle time stands at 1.42 ns. The synthesized netlist contains 11 unique library cells. The area share of xor/xnor cells in the synthesized design stands at 12.2%. The worst setup path is captured at an output pin.

The worst VDD IR drop from the latest analysis is 0.0000937 V. Yosys stat counts 19 cells in the synthesized netlist. The routed layout reports a DRC error count of 0.

The total cell area at the placement stage stands at 344 sq um. Max-cap violations in this run came to 0. The total cell area reported by yosys after synthesis stands at 144 sq um. The final-report setup violation count stands at 2. The leakage power total stands at 0.148 nW.

The layout overhead on the synthesized area stands at 220%. The quantity of hold-fixing buffers added after cts stands at 0. The number of global-route vias before repair stands at 244. Among logic cells in the layout, the one with the most instances is nor4b_2. Setup repair after global routing could not meet its margin everywhere. STA lists the startpoint of the worst hold path as in[2]. The area fraction in and, or, nand and nor cells after synthesis stands at 67.8%.

The area taken by sequential standard cells is reported as 0 sq um. The compound-cell area share of the yosys netlist stands at 16.5%. The count of nets left with antenna violations once routing finished came out at 0.

The length of the first detailed-routing pass in iterations stands at 4. The cell count after placement stands at 80. On the critical path the data arrives at 1.14 ns. The final layout contains routed wiring with a total length of 788 um. The number of cells on the worst hold path stands at 4. The number of buffers inserted by port buffering stands at 11. For this run, the number of Yosys warnings is 1.

In the hold report, the worst path ends at out[2]. According to the floorplan report, the total die area is 6400 sq um. The post-CTS repair timing setup buffer count stands at 0. With fillers left out, the area of the finished cells amounts to 460 sq um. The number of rows in the core area stands at 21.
[area by class of cell]
type / count / area [sq um]
timing repair buffer: 16 / 160
tap: 46 / 57.6
fill: 401 / 2960
multi-input combinational: 18 / 243
[routing by layer]
| layer | track usage, % | up-vias | part of all wire (%) |
|---|---|---|---|
| met3 | 0.682 | 0 | 7.6 |
| met1 | 3.69 | 108 | 57 |
| met2 | 2.89 | 9 | 35 |
| met4 | 0 | 0 | 0 |
| li1 | - | 110 | - |
| met5 | 0 | - | 0 |
[through the flow]
step | power, W | TNS (ns) | hold slack (ns)
final | 0.000107 | -0.0292 | 0.904
after global placement | 0.0000674 | -2.43 | 1.61
after detailed placement | 0.0000702 | -2.48 | 1.62
after CTS | 0.0000835 | -0.0362 | 0.925
after global routing | 0.000114 | -0.155 | 0.921
after floorplan | 0.0000221 | 0 | 0.573
[cell usage after synthesis]
library cell  number  area (sq um)
xor2_1             1          8.76
xnor2_1            1          8.76
nor2_1             3          11.3
nor4b_2            1          15.0
buf_2              1          5.00
nor4_1             1          6.26
nor3_1             1          5.00
a211oi_1           2          15.0
o31a_1             1          8.76
or4_1              1          7.51
nor4b_1            6          52.6
[worst max-delay path, stage by stage]
cell,delay [ns]
buf_6,0.12
or4_4,0.53
nor2_2,0.11
buf_2,0.10
[how the worst max path moves through the flow]
| stage | start | end | slack, ns | cells past startpoint |
|---|---|---|---|---|
| final | in[3] | out[2] | -0.02 | 4 |
| after global routing | in[6] | out[1] | -0.10 | 5 |
| after CTS | in[5] | out[2] | -0.03 | 5 |
[power by group]
part | internal [W] | switching [W]
Sequential | 0 | 0
Clock | 0 | 0
Combinational | 0.0000594 | 0.0000472
[kinds of logic after synthesis]
| logic type | after synthesis |
|---|---|
| and+or+nand+nor | 13 |
| buffers and inverters | 1 |
| xor gates and xnor gates | 2 |
| AOI/OAI and AO/OA | 3 |
[timing repair]
action,in CTS,in global routing
gates resized,57,15
endpoints found under the setup margin,3,3
pin swaps,4,6
No activity file was given, so power comes from the tool's default toggle rates.
