===== design/flow/design.v =====
module updowncounter(
    input wire clk,
    input wire reset,
    input wire up_down,
    output reg [3:0] count
);
    always @(posedge clk or posedge reset) begin 
        if(reset) begin
            count<=4'b0000;
        end else if (up_down) begin
            count<=count+1;
        end else begin
            count<=count-1;
        end
    end
endmodule

===== design/flow/run.sh =====
#!/bin/bash
# OpenROAD 26Q1-2900-gdf79404cd8, Yosys 0.63+post, stock flow scripts
make -C /OpenROAD-flow-scripts/flow DESIGN_CONFIG=/design/flow/config.mk WORK_HOME=/design/flow/orfs finish

===== design/flow/config.mk =====
export PLATFORM = sky130hd
export DESIGN_NAME = updowncounter
export DESIGN_NICKNAME = updowncounter
export VERILOG_FILES = /design/flow/design.v
export SDC_FILE = /design/flow/constraint.sdc
export NUM_CORES = 4
export LEC_CHECK = 1
export CORE_AREA = 10 10 70 70
export DIE_AREA = 0 0 80 80

===== design/flow/constraint.sdc =====
current_design updowncounter

set clk_period 1.7
set clk_io_pct 0.2

create_clock -name clk0 -period $clk_period [get_ports {clk}]

set non_clock_inputs [all_inputs -no_clocks]
set_input_delay [expr $clk_period * $clk_io_pct] -clock clk0 $non_clock_inputs
set_output_delay [expr $clk_period * $clk_io_pct] -clock clk0 [all_outputs]

==> flow_summary.yaml <==
# physical design summary
die:
  fp_util: 0.0582
  core_area_mm2: 0.00342
  die_h_um: 80
  die_w_um: 80
  std_cell_rows: 21
  ios: 7
  die-area_mm2: 0.00640
clock_network:
  insertion_delay_ns: 0.23
  clk_pin_slew_ns: 0.04
  cts_buffers: 3
  root_buffer: "clkbuf_4"
  cts_max_level: 1
  hold_buffers: 0
  clockBufferDepth: 2
  cts.sinks: 4
  cts_resized: 0
  tritoncts: "built"
  post_cts_buffers: 0
finish:
  final_cells: 71
  top_register: "count"
  largest_reg_flops: 4
  largestRegisters: "count: 4 flops"
  syn_to_final_growth_pct: 74.2
  drive_above_1_share: 0.200
detailed_routing:
  wl_met2_um: 115
  drc: 0
  drt_iter0_drc: 10
  wl_met3_um: 126
  drt_pass1_iterations: 2
  wl_met1_um: 193
  viasPerCell: 1.97
  wire_per_inst_um: 6.14
  drtAntennaViolNets: 0
  antenna_cells: 0
  routed_wl_um: 436
  top_layer: "met3"
  vias: 140
timing:
  slew_viol_final: 0
  skew_ns: 0.000992
  final.min_clock_period_ns: 1.51
  period_used_share: 0.887
  slew_headroom: 0.883
  finalSetupViolations: 0
  max_freq_mhz: 663
  finalSetupTns_ns: 0
  worst_slew_pin_slew_ns: 0.174
  hold_viol_final: 0
  setup_ws_ns: 0.192
  rsz0062_at_grt: "no"
power:
  p_per_area_mw_per_mm2: 1340
  seqPwrFrac: 0.350
  leakage_uw: 0.000146
  ir_drop_v: 0.000220
  power.share.switching: 0.270
  p_int_uw: 340
  pwr-share-comb: 0.399
  p_clk_frac: 0.251
  p_switching_uw: 126
synth:
  top_logic_kind: "adder cells"
  post-synth-top-count-cell: "dfrtp_1"
  synthCells: 15
  async_flop_share: 1.00
  avgSynthCellArea_um2: 13.3
  yosysSeqAreaShare: 0.503
  synth-seq-cells: 4
  yosysWarningCount: 1
  ys.flop_type: "dfrtp_1"
  top_area_frac: 0.503
  edf_count: 0
  area_leaders: "dfrtp_1, ha_1, fa_1"
  synth.largest_area_cell: "dfrtp_1"
  yosysCellCount: 15
  xor_share: 0.132
  compound_area_frac: 0.0818
  synthAdderAreaFrac: 0.226
  simple_gate_share: 0
  synthDistinctLibCells: 8
  ys_sh_mux: 0
  synth_area_um2: 199
  common_cells: "dfrtp_1, inv_1, ha_1, xnor2_1"
  yosys_area_um2: 199
grt:
  overflow: 0
  grt_pass1_wl_um: 745
  grt_max_degree: 5
  grt_pass1_vias: 151
  antenna_found_initial: 0
  grt_usage: 0.0167
placement:
  io_buffers: 6
  dp_slack_ns: -0.0446
  placedCellCount: 68
  gp_congestion: 0.762
  dp_hpwl_um: 363
flow_run:
  warnings: 25
  max_cap_viol_count: 0
setup_path:
  end_kind: "flip-flop"
  cpPeakStageDelay_ns: 0.48
  required_ns: 1.86
  crit_arrival_ns: 1.67
  path_cells: "clkdlybuf4s50_1 -> inv_1 -> ha_1 -> a21o_1 -> a21oi_2 -> xnor2_1"
  crit_path_top_delay_cell: "clkdlybuf4s50_1"
  crit_path_max_fanout: 3
  critPathKind: "primary input to flip-flop"
  cp-start-kind: "primary input"
status:
  status: "finished, final reports clean"
min_path:
  hold_path_class: "primary input to async pin"
kinds of logic after synthesis:
| family | count (synthesis) |
|---|---|
| DFF | 4 |
| adders and majority gates | 3 |
| AOI/OAI and AO/OA | 2 |
| xor gates and xnor gates | 3 |
| buffers and inverters | 3 |
worst max-delay path, delay by kind of cell:
family	cells	cell delay, ns
AOI/OAI and AO/OA	2	0.33
xor gates and xnor gates	1	0.12
adders and majority gates	1	0.30
buffers and inverters	2	0.57
metal layers:
metal | GRT usage | up-vias
met1 | 0.0201 | 60
met5 | 0 | -
li1 | - | 70
met3 | 0.0284 | 0
met2 | 0.0120 | 10
met4 | 0.00352 | 0
area by class of cell:
| cell class | instances | area (um^2) |
|---|---|---|
| fillers | 404 | 3070 |
| flip-flops and latches | 4 | 100 |
| multi-input cells | 8 | 87.6 |
| repair buffers | 7 | 67.6 |
| well taps | 46 | 57.6 |
| clock buffers | 3 | 22.5 |
| inverters | 3 | 11.3 |
layout by cell type, fill, tap and decap left out, drive strengths merged:
cell	n
buf	1
clkbuf	3
a21oi	1
ha	2
dfrtp	4
clkdlybuf4s50	6
fa	1
a21o	1
xnor2	2
inv	3
xor2	1
metrics by stage:
| step | power [uW] | area, um^2 | hold WS (ns) | utilization |
|---|---|---|---|---|
| after floorplan | 252 | 199 | 0.106 | - |
| after global placement | 348 | 324 | 0.492 | 0.0949 |
| after detailed placement | 355 | 324 | 0.512 | 0.0949 |
| after CTS | 478 | 347 | 0.293 | 0.101 |
| after global routing | 518 | 347 | 0.306 | 0.101 |
| final | 466 | 347 | 0.290 | 0.101 |
final timing paths:
path,depth (start not counted),start,to,slack [ns]
worst max-delay path,6,up_down,count[3]$_DFF_PP0_,0.19
worst min-delay path,2,reset,count[3]$_DFF_PP0_,0.29
worst max register to register,4,count[1]$_DFF_PP0_,count[3]$_DFF_PP0_,0.48
worst min register to register,1,count[0]$_DFF_PP0_,count[0]$_DFF_PP0_,0.52
max in group asynchronous,2,reset,count[0]$_DFF_PP0_,1.26
min in group clk0,1,count[0]$_DFF_PP0_,count[0]$_DFF_PP0_,0.52
power groups by stage:
stage	sequential, uW	combinational (uW)	clock [uW]
4_1_cts	164	193	122
5_1_grt	169	219	129
6_report	163	186	117
Power figures rest on the tool's default switching activity, not on a simulated workload.
